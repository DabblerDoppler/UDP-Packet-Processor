==> config.mk <==
export PLATFORM = sky130hd
export DESIGN_NAME = fifo
export DESIGN_NICKNAME = fifo
export VERILOG_FILES = /design/flow/design.v
export SDC_FILE = /design/flow/constraint.sdc
export NUM_CORES = 4
export LEC_CHECK = 1
export CORE_UTILIZATION = 50
==> constraint.sdc <==
current_design fifo

set clk_period 34.7
set clk_io_pct 0.2

create_clock -name clk0 -period $clk_period [get_ports {clk}]

set non_clock_inputs [all_inputs -no_clocks]
set_input_delay [expr $clk_period * $clk_io_pct] -clock clk0 $non_clock_inputs
set_output_delay [expr $clk_period * $clk_io_pct] -clock clk0 [all_outputs]
==> design.v <==
module fifo #(
    parameter WIDTH = 256,           
    parameter DEPTH_LOG2 = 2         
)(
    input  logic              clk,       
    input  logic              rst_n,     
    input  logic              wr_en,     
    input  logic [WIDTH-1:0]  wr_data,   
    input  logic [31:0]       wr_keep,   
    input  logic              wr_last,   
    output logic              full,      
    input  logic              rd_en,     
    output logic [WIDTH-1:0]  rd_data,   
    output logic [31:0]       rd_keep,   
    output logic              rd_last,   
    output logic              empty      
);
    localparam DEPTH = 1 << DEPTH_LOG2;
    logic [WIDTH-1:0] data0, data1, data2, data3;
    logic [(WIDTH/8)-1:0] keep0, keep1, keep2, keep3;
    logic             last0, last1, last2, last3;
    logic [DEPTH_LOG2-1:0] rd_ptr, wr_ptr;   
    logic [DEPTH_LOG2:0] count;              
    assign empty = (count == 0);             
    assign full  = (count == DEPTH);         
    always_ff @(posedge clk or negedge rst_n) begin
        if (!rst_n) begin
            rd_ptr <= 0;
            wr_ptr <= 0;
            count  <= 0;
        end else begin
            if (wr_en && !full) begin
                case (wr_ptr)
                    2'd0: begin data0 <= wr_data; keep0 <= wr_keep; last0 <= wr_last; end
                    2'd1: begin data1 <= wr_data; keep1 <= wr_keep; last1 <= wr_last; end
                    2'd2: begin data2 <= wr_data; keep2 <= wr_keep; last2 <= wr_last; end
                    2'd3: begin data3 <= wr_data; keep3 <= wr_keep; last3 <= wr_last; end
                endcase
                wr_ptr <= wr_ptr + 1;
            end
            if (rd_en && !empty) begin
                case (rd_ptr)
                    2'd0: begin rd_data <= data0; rd_keep <= keep0; rd_last <= last0; end
                    2'd1: begin rd_data <= data1; rd_keep <= keep1; rd_last <= last1; end
                    2'd2: begin rd_data <= data2; rd_keep <= keep2; rd_last <= last2; end
                    2'd3: begin rd_data <= data3; rd_keep <= keep3; rd_last <= last3; end
                endcase
                rd_ptr <= rd_ptr + 1;
            end
            if (wr_en && !full && !(rd_en && !empty)) count <= count + 1;
            if (rd_en && !empty && !(wr_en && !full)) count <= count - 1;
        end
    end
endmodule
==> run.sh <==
#!/bin/bash
# OpenROAD 26Q1-2900-gdf79404cd8, Yosys 0.63+post, stock flow scripts
make -C /OpenROAD-flow-scripts/flow DESIGN_CONFIG=/design/flow/config.mk WORK_HOME=/design/flow/orfs finish
==> run notes <==
Implementation results are summarized by area below.

Outcome
The run finished with clean final reports.

Power
The sequential cell fraction of total power is 47.0%. In this run the power spent charging and discharging nets is 1.329 mW. Switching power as a fraction of the total was reported as 26.61%.

Internal power comes to 3.664 mW. Total power normalized to cell area comes to 78.56 mW/mm^2. Looking at the power breakdown, the clock network takes 30.8% of the total. Per the OpenROAD power report, leakage power amounts to 21.67 nW. The highest supply drop recorded on VDD is 0.00006534 V. Per report_power, the combinational group accounts for 22.2% of the total.

Critical path
The maximum net fanout on the critical path is 46. The cell seen most often among critical-path stages is sky130_fd_sc_hd__buf_4. The critical path ends at data0[152]$_DFFE_PP_. The critical path goes through clkdlybuf4s50_1, and3_4, buf_4, buf_4, buf_4, buf_4. The worst setup path startpoint is rst_n. The worst stage delay on the critical path is around 0.74 ns. The largest individual stage delay along the critical path comes from the cell sky130_fd_sc_hd__clkdlybuf4s50_1. The classification of the worst setup path is primary input to register. Setup slack on the worst reg-to-reg path comes out at 30.33 ns. The data arrival time at the worst-slack endpoint is 10.87 ns. Per the timing report, the most critical flop-to-flop path originates at count[2]$_DFFE_PN0P_.

Counting cells, the worst reg-to-reg path comes to 7. The required arrival time at the worst endpoint is approximately 35 ns. STA classifies the critical path startpoint as a primary input. STA classifies the critical path endpoint as a register. The endpoint of the worst register-to-register path is data0[152]$_DFFE_PP_.

CTS
The count of clock tree sinks is 1452. As reported, the later end of the worst-skew pair has a clock insertion delay of around 0.74 ns. The tree is rooted in a sky130_fd_sc_hd__clkbuf_16.

The buffer levels on the longest clock path is 3. TritonCTS built the clock tree. TritonCTS created 146 clock buffers. The register clock-pin slew on the reported worst setup and hold paths is 0.06 ns.

In this run, post-CTS repair resized a total of 0 instances. Post-CTS timing repair inserted 0 buffers for setup. The number of hold buffers added after cts is 0. The maximum level of the CTS H-tree is 4.

Cells and area
Of the cells placed in the final design, the portion with a size suffix greater than 1 is under 10%. From synthesis to final layout, the design area changed by 23.34%.

Synth
The yosys synthesis chip area is 0.05152 sq mm. The number of cells in Yosys stat is roughly 2500. The sequential element share of the synthesized area is 84.56%.

The async set-reset flop share out of synthesis is 0.4821%. After synthesis, the largest area contributor takes up 84.22% of total cell area. The synthesis report lists the Yosys warning total as 1. The gate-level netlist out of Yosys references 21 unique cell types. The most used flip-flop cell after synthesis is sky130_fd_sc_hd__edfxtp_1. By area the synthesized netlist is led by sky130_fd_sc_hd__edfxtp_1 84%, sky130_fd_sc_hd__mux2i_1 5.6%, sky130_fd_sc_hd__a222oi_1 5.6%, sky130_fd_sc_hd__inv_1 2.2%, sky130_fd_sc_hd__buf_2 0.79%. The synthesized instance count is 2484. The leading area contributor after synthesis is sky130_fd_sc_hd__edfxtp_1. The commonest cells after synthesis are 1445 x sky130_fd_sc_hd__edfxtp_1, 298 x sky130_fd_sc_hd__inv_1, 290 x sky130_fd_sc_hd__mux2i_1, 289 x sky130_fd_sc_hd__a222oi_1, 81 x sky130_fd_sc_hd__buf_2. Sorting the synthesis cell report by count puts at the top sky130_fd_sc_hd__edfxtp_1. Each instance of the synthesized netlist takes up on average 20.74 sq um. The post-synthesis cell area is between 0.05 and 0.06 sq mm. Yosys mapped a number of flops with a built-in enable equal to 1445. The flop and latch count out of synthesis is 1452.

Global route
The total global routing track utilization is 24.41%. The number of global-route vias before repair is 27150. The pin count of the biggest net entering global routing is 108. The initial antenna violation count is 45. The global-route congestion overflow total is 0. The first global-routing pass estimated roughly 170 mm of wire.

Job
The count of tool warnings is 41. The number of violations of the max-capacitance limit is 0.

Timing
The tightest hold margin is roughly 0.53 ns. The maximum clock rate is about 95 MHz. Setup repair after global routing left no endpoint under its margin.

For the final database, setup skew stands at 0.02448 ns. The worst path needs 10.51 ns of the cycle, external delays included. In the final timing run, aggregate negative setup slack is 0 ns.

The setup violation total in the final timing report is 0. OpenROAD reports that the post-layout worst path occupies 30.28% of the period. Hold-check failures listed in the final report amount to 0. The pin closest to its max-slew limit shows a slew of 0.8353 ns. The headroom to the max-slew limit is 44.31%. The final max-slew violation count recorded for this run is 0.

Route
The via count of the routed design is 25640. The post-detailed-route via-to-cell ratio is 5.541. The routed layout reports a DRC error count of 0. After detailed routing, the total wire length is about 110 mm. TritonRoute output was used to compute an average wire per cell of 24.60 microns. The first detailed-routing pass ran for 6 iterations. The count of nets left with antenna violations once routing finished came out at 0. Per the log, the first TritonRoute iteration ended with a DRC count of roughly 2300.

Placed design
The number of buffers added on ports is 583. The HPWL after detailed placement is 65.52 mm. Per the gpl log, the routability congestion estimate is 0.8202.

Floorplan
After floorplanning, the core was divided into 117 placement rows. 584 I/O pins were placed. The die area is 0.1043 sq mm. Measured along the x axis, the die boundary spans 323.0 microns. From bottom edge to top edge, the die measures 323.0 microns. The core region area is around 0.1 sq mm. The effective utilization at floorplan is 50.50%.

Hold path
Checking hold timing, the worst path is listed with class register to register.
[worst min path at each step]
stage,start,end,cells after the start
CTS,count[2]$_DFFE_PN0P_,count[2]$_DFFE_PN0P_,1
global route,data0[214]$_DFFE_PP_,rd_data[214]$_DFFE_PP_,2
finish,count[2]$_DFFE_PN0P_,count[2]$_DFFE_PN0P_,1
[per-stage QoR]
stage / std cells / setup slack (ns) / power (mW) / area (sq um) / util (%)
after CTS: 4617 / 24.17 / 5.053 / 63520 / 62.26
after global routing: 4622 / 23.92 / 5.213 / 63540 / 62.27
after floorplan: 2484 / 20.28 / 3.063 / 51520 / -
after detailed placement: 4355 / 23.35 / 3.505 / 58810 / 57.63
after global placement: 4355 / 23.41 / 3.491 / 58810 / 57.63
final: 4627 / 24.19 / 4.992 / 63550 / 62.28
[cells in the final DEF (no fill, tap or decap), drive strengths merged, types with 10 or more instances in the layout]
| master | netlist | layout |
|---|---|---|
| bufinv | 0 | 17 |
| edfxtp | 1445 | 1445 |
| clkdlybuf4s50 | 0 | 583 |
| clkbuf | 21 | 177 |
| clkinv | 0 | 65 |
| buf | 107 | 48 |
| a222oi | 289 | 289 |
| mux2i | 290 | 290 |
| inv | 298 | 301 |
| diode | 0 | 10 |
[cell families (layout without fill, tap and decap cells)]
kind of cell / after synthesis / in the layout / share of synthesized area (%)
AND-OR/OR-AND: 290 / 290 / 5.629
XOR/XNOR: 5 / 5 / 0.08501
adder cells (fa/ha/maj): 10 / 10 / 0.2574
buffers and inverters: 426 / 1191 / 3.672
flip-flops: 1452 / 1452 / 84.56
multiplexers: 292 / 292 / 5.678
other: 0 / 10 / 0
AND/OR/NAND/NOR: 9 / 9 / 0.1214
[flip-flops by register name, summed over array words and instances (netlist names), 256 cells and up]
name	cells
data1	256
rd_data	256
data2	256
data0	256
data3	256
[critical path: cells and delay by family]
family | cells | cell delay [ns]
AND/OR/NAND/NOR | 1 | 0.53
buffers and inverters | 5 | 3.22
[power groups by stage]
stage	Sequential, mW	Combinational (mW)	Clock, mW
CTS	2.35	1.13	1.57
global route	2.36	1.21	1.64
finish	2.34	1.11	1.54
[final cells by class]
class	instances	area (sq um)
Antenna cell	10	25.02
Clock buffer	177	3876
Clock inverter	85	843.3
Multi-Input combinational cell	606	6137
Sequential cell	1452	43570
Fill cell	6907	38480
Inverter	298	1119
Tap cell	1368	1712
Timing Repair Buffer	631	6271
[metal layers]
metal / vias up / GRT usage (%) / wire, microns
met5: - / 0 / 420
met4: 74 / 4.297 / 2244
met3: 222 / 14.17 / 14870
met2: 1291 / 36.08 / 55140
met1: 12590 / 35.69 / 41170
li1: 11460 / - / -
Power and IR drop assume default switching activity.
