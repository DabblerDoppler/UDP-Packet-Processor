==> design.v <==
module filter_config (
    input  logic        clk,         
    input  logic        rst_n,       
    input  logic        cfg_we,      
    input  logic [3:0]  cfg_waddr,   
    input  logic [31:0] cfg_wdata,   
    input  logic [3:0]  cfg_raddr,   
    output logic [31:0] cfg_rdata,   
    output logic [47:0] local_mac,       
    output logic [15:0] ethertype,       
    output logic [7:0]  ip_protocol,     
    output logic [31:0] ip_base,         
    output logic [31:0] ip_mask,         
    output logic [15:0] udp_dst_port     
);
    logic [31:0] mac_lo;     
    logic [15:0] mac_hi;     
    always_ff @(posedge clk or negedge rst_n) begin
        if (!rst_n) begin
            mac_lo         <= 32'hDEADBEEF;   
            mac_hi         <= 16'hCAFE;       
            ethertype      <= 16'h0800;       
            ip_protocol    <= 8'h11;          
            ip_base        <= 32'h0A000100;   
            ip_mask        <= 32'hFFFFFFFC;   
            udp_dst_port   <= 16'd25565;      
        end else if (cfg_we) begin
            case (cfg_waddr)
                4'h0: mac_lo         <= cfg_wdata;            
                4'h1: mac_hi         <= cfg_wdata[15:0];      
                4'h2: ethertype      <= cfg_wdata[15:0];      
                4'h3: ip_protocol    <= cfg_wdata[7:0];       
                4'h4: ip_base        <= cfg_wdata;            
                4'h5: ip_mask        <= cfg_wdata;            
                4'h6: udp_dst_port   <= cfg_wdata[15:0];      
                default: ;                                    
            endcase
        end
    end
    always_comb begin
        case (cfg_raddr)
            4'h0: cfg_rdata = mac_lo;                         
            4'h1: cfg_rdata = {16'h0, mac_hi};               
            4'h2: cfg_rdata = {16'h0, ethertype};            
            4'h3: cfg_rdata = {24'h0, ip_protocol};          
            4'h4: cfg_rdata = ip_base;                       
            4'h5: cfg_rdata = ip_mask;                       
            4'h6: cfg_rdata = {16'h0, udp_dst_port};         
            default: cfg_rdata = 32'hDEADBEEF;               
        endcase
    end
    assign local_mac = {mac_hi, mac_lo};
endmodule
module filter_core(
    input  logic        clk,         
    input  logic        rst_n,       
    input  logic [0:511] data,       
    input  logic        cfg_we,      
    input  logic [3:0]  cfg_waddr,   
    input  logic [31:0] cfg_wdata,   
    input  logic [3:0]  cfg_raddr,   
    output logic [31:0] cfg_rdata,   
    output logic        filters_valid   
);
    localparam IP_VERSION = 4;       
    localparam HEADER_LENGTH = 5;    
    logic        eth_valid, ip_valid, udp_valid;
    logic [47:0] cfg_local_mac;      
    logic [15:0] cfg_ethertype;      
    logic [7:0]  cfg_ip_protocol;    
    logic [31:0] cfg_ip_base;        
    logic [31:0] cfg_ip_mask;        
    logic [15:0] cfg_dest_port;      
    filter_config my_configuration (
        .clk, 
        .rst_n, 
        .cfg_we, 
        .cfg_waddr, 
        .cfg_wdata, 
        .cfg_raddr, 
        .cfg_rdata, 
        .local_mac(cfg_local_mac), 
        .ethertype(cfg_ethertype), 
        .ip_protocol(cfg_ip_protocol), 
        .ip_base(cfg_ip_base), 
        .ip_mask(cfg_ip_mask), 
        .udp_dst_port(cfg_dest_port)
    );
    assign eth_valid = (data[464:479]  == cfg_local_mac[47:32] &&  
                        data[400:415] == cfg_ethertype);         
    assign ip_valid = data[396:399] == IP_VERSION &&            
                      data[392:395] == HEADER_LENGTH &&         
                      data[320:327] == cfg_ip_protocol &&       
                      (data[240:271] & cfg_ip_mask) == cfg_ip_base;   
    assign udp_valid = (data[208:223] == cfg_dest_port);
    assign filters_valid = (eth_valid && ip_valid && udp_valid);
endmodule
==> run.sh <==
#!/bin/bash
# OpenROAD 26Q1-2900-gdf79404cd8, Yosys 0.63+post, stock flow scripts
make -C /OpenROAD-flow-scripts/flow DESIGN_CONFIG=/design/flow/config.mk WORK_HOME=/design/flow/orfs finish
==> config.mk <==
export PLATFORM = sky130hd
export DESIGN_NAME = filter_core
export DESIGN_NICKNAME = filter_core
export VERILOG_FILES = /design/flow/design.v
export SDC_FILE = /design/flow/constraint.sdc
export NUM_CORES = 4
export LEC_CHECK = 1
export CORE_AREA = 10 10 231 231
export DIE_AREA = 0 0 241 241
==> constraint.sdc <==
current_design filter_core

set clk_period 6.0
set clk_io_pct 0.2

create_clock -name clk0 -period $clk_period [get_ports {clk}]

set non_clock_inputs [all_inputs -no_clocks]
set_input_delay [expr $clk_period * $clk_io_pct] -clock clk0 $non_clock_inputs
set_output_delay [expr $clk_period * $clk_io_pct] -clock clk0 [all_outputs]
==> run_results.csv <==
group,metric,value,unit
yosys,synth_area_leader_cell,"dfstp_2",
clock_tree,root_buffer,"clkbuf_16",
clock_tree,clk_pin_slew,60,ps
final_timing,clock.fmax,196,MHz
clock_tree,clk_latency,430,ps
die,fp-utilization,0.163,
yosys,post-synth-top-count-cell,"mux2_2",
setup_path,r2r.worst_path.cells,1,
yosys,syn_area_per_cell,12.5,um2
routing,num_vias,5932,
global_route,antenna_found_initial,3,
yosys,postSynthSeqShare,0.500,
clock_tree,post_cts_resized,0,
final_timing,post-route-period-util,0.852,
yosys,async_flop_share,1.00,
final_timing,rsz0062_at_grt,"false",
global_route,grt_max_degree,55,
final_layout,n_fill_cell,5103,
placed_design,dpl-instance-area,10300,um2
setup_path,arrival,3910,ps
placed_design,hpwl,22800,um
die,io_pins,588,
routing,ant_nets,0,
power,p_leak,4.12,nW
job,maxCapViolations,0,
yosys,numSynthFlops,152,
routing,wirelength,30900,um
die,dieWidth,241,um
clock_tree,cts_max_level,4,
final_layout,drive_gt1_frac,0.361,
setup_path,crit_required,4800,ps
clock_tree,clock_sinks,152,
clock_tree,numCtsBuffers,17,
final_layout,area_growth,39.8,%
setup_path,crit-reg2reg-launch,"my_configuration.mac_hi[8]",
power,peakVddDrop,0.000205,V
yosys,top_cells_by_area,"dfstp_2 27%, dfrtp_1 23%, mux2_2 22%",
worst_hold_path,min_path_type,"reg2reg",
final_timing,clock_skew,0,ps
final_timing,maxSlewViolCount,0,
yosys,syn_inst,625,
yosys,edf_count,0,
die,chip_area,58100,um2
final_timing,fin_crit,5110,ps
setup_path,endpoint_kind,"output port",
outcome,status,"finished clean",
yosys,yosys_warnings,1,
placed_design,place.gp.congestion,0.842,
global_route,grtUsageTotal,0.107,
global_route,grt_pass1_wl,43600,um
die,die_h,241,um
clock_tree,cts_tree,"done",
job,warnings,441,
final_timing,setup_violations,0,
die,row_count,80,
clock_tree,postCtsSetupBuffers,0,
placed_design,io_buffers,171,
setup_path,r2r_slack,5130,ps
yosys,synthFlopType,"dfstp_2",
setup_path,crit_start,"data[269]",
yosys,synth_area,7810,um2
setup_path,cp-endpoint,"filters_valid",
yosys,ys_top_cells_by_count,"151 x mux2_2, 81 x dfstp_2, 71 x dfrtp_1",
final_timing,maxSlewHeadroom,0.389,
routing,diodes,0,
clock_tree,ctsHoldBuffers,0,
final_layout,design_area,10900,um2
die,core_area,48000,um2
global_route,grt_pass1_vias,6221,
routing,firstDrtPassIters,7,
power,power_density,313,nW/um2
final_timing,hold_viol_final,0,
routing,viasPerCell,4.15,
routing,drc_errors,0,
setup_path,crit_type,"in2out",
routing,dr.first_iter.drc_count,470,
setup_path,path_max_fanout,1,
global_route,grt_remaining_overflow,0,
clock_tree,cts.path.max_buffers,2,
yosys,yosysUniqueCellTypes,39,
yosys,yosysTopAreaCellShare,0.273,
yosys,ys_area,7810,um2
yosys,yosys_cells,625,
setup_path,start_kind,"primary input",
final_timing,worst_pin_slew,912,ps
setup_path,rr_endpoint,"my_configuration.mac_hi[8]",
routing,wl_per_cell,21.6,um
final_timing,fin_setup_tns,0,ps
cells in the final DEF, fill, tap and decap left out, types with 3 or more instances in the layout:
master           instances
clkbuf_16               17
xor2_1                  57
a22oi_1                 44
buf_4                   14
a21oi_1                  7
dfrtp_1                 71
a22o_1                   7
nor4_1                  11
clkdlybuf4s50_1        170
inv_1                    5
xnor2_1                 22
nor3_2                   4
and3_1                   5
mux2_2                 151
a222oi_1                 6
nand3_1                 18
a221oi_1                 7
dfstp_2                 81
nand2_1                 48
clkinvlp_4               4
nand4_1                 23
nand2b_1                 3
cell type report:
type | count | area [um2] | area share
flip-flops and latches | 152 | 3910 | 0.358
multi-input cells | 440 | 3780 | 0.347
repair buffers | 185 | 1820 | 0.167
well taps | 615 | 769 | 0.0705
clock buffers | 19 | 453 | 0.0415
clock inverters | 13 | 164 | 0.0150
inverters | 5 | 18.8 | 0.00172
report_power, final:
| part | internal (mW) | switching (mW) | total, mW |
|---|---|---|---|
| sequential | 1.36 | 0.205 | 1.56 |
| combinational | 0.414 | 0.318 | 0.732 |
| clock | 0.647 | 0.474 | 1.12 |
| total | 2.42 | 0.997 | 3.42 |
worst min-delay path by stage:
stage                           start                           to  slack [ps]  cells after the start
6_report   my_configuration.mac_lo[4]   my_configuration.mac_lo[4]         510                      1
5_1_grt   my_configuration.mac_lo[29]  my_configuration.mac_lo[29]         530                      1
4_1_cts   my_configuration.mac_lo[29]  my_configuration.mac_lo[29]         510                      1
worst max-delay path: stages:
cell and delay [ps]:
clkdlybuf4s50_1 470, nand2_1 70, xor2_1 460, nand4_1 270
nor4_1 530, and4_1 400, clkdlybuf4s50_1 520
logic make-up (layout without fill, tap and decap cells):
| group | Yosys count | in the layout | share of synthesized area |
|---|---|---|---|
| compound gates | 80 | 80 | 0.0792 |
| flops | 152 | 152 | 0.500 |
| simple gates | 129 | 129 | 0.0941 |
| buf+inv | 33 | 222 | 0.0188 |
| xor+xnor | 79 | 79 | 0.0886 |
| mux | 152 | 152 | 0.219 |
registers in the layout (all words and copies together) (netlist names):
name,flops
my_configuration.ip_base,32
my_configuration.ip_protocol,8
my_configuration.udp_dst_port,16
my_configuration.mac_hi,16
my_configuration.ip_mask,32
my_configuration.mac_lo,32
my_configuration.ethertype,16
layer usage:
layer	share of wire	GRT usage	vias to the layer above
met5	0.0010	0	-
met4	0.010	0.00953	6
met3	0.13	0.0596	18
met2	0.44	0.159	261
met1	0.42	0.139	2962
li1	-	-	2685
per-stage QoR:
stage	setup WS, ps	total power [mW]	utilization	cells	hold slack [ps]
after floorplan	2450	1.93	-	625	478
after CTS	822	3.45	0.227	1429	509
after global routing	793	3.60	0.227	1429	531
after global placement	821	2.30	0.214	1397	487
after detailed placement	836	2.31	0.214	1397	494
final	886	3.42	0.227	1429	509
No activity file was given, so power comes from the tool's default toggle rates.
