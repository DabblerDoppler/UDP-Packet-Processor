===== /design/flow/config.mk =====
export PLATFORM = sky130hd
export DESIGN_NAME = cycle_counter
export DESIGN_NICKNAME = cycle_counter
export VERILOG_FILES = /design/flow/design.v
export SDC_FILE = /design/flow/constraint.sdc
export NUM_CORES = 4
export LEC_CHECK = 1
export CORE_AREA = 10 10 97 97
export DIE_AREA = 0 0 107 107

===== /design/flow/constraint.sdc =====
current_design cycle_counter

set clk_period 5.5
set clk_io_pct 0.2

create_clock -name clk0 -period $clk_period [get_ports {clk}]

set non_clock_inputs [all_inputs -no_clocks]
set_input_delay [expr $clk_period * $clk_io_pct] -clock clk0 $non_clock_inputs
set_output_delay [expr $clk_period * $clk_io_pct] -clock clk0 [all_outputs]

===== /design/flow/design.v =====
module cycle_counter ( 
    input logic clk, rst_n,
    output logic [31:0] cycle_count
);
    always_ff @(posedge clk or negedge rst_n) begin
        if(!rst_n) cycle_count <= 0;
        else cycle_count <= cycle_count + 1;
    end
endmodule

===== /design/flow/run.sh =====
#!/bin/bash
# OpenROAD 26Q1-2900-gdf79404cd8, Yosys 0.63+post, stock flow scripts
make -C /OpenROAD-flow-scripts/flow DESIGN_CONFIG=/design/flow/config.mk WORK_HOME=/design/flow/orfs finish

==> out/results.ini <==
[outcome]
outcome=completed

[worst_setup_path]
cp_num_cells=1
slowest_stage=clkdlybuf4s50_1
r2r-start=cycle_count[0]
worstSetupEndpoint=cycle_count[2]
rrSetupSlack_ns=3.60
max_stage_delay_ns=0.52
rr_worst_depth=5
timing.rr.end=cycle_count[26]
startpoint_type=flip-flop
worst_path_dominant_cell_family=buffers and inverters
cp.arrival_ns=1.25
path_cells=clkdlybuf4s50_1
required_ns=4.40
cp_max_fo=6
crit_buf_inv=1
critPathCaptureType=primary output
startpoint=cycle_count[2]
crit_type=reg2out

[cells_and_area]
drive_above_1_share=0.1152
largestRegisters=cycle_count: 32 flops
utilization=0.2754
areaGrowthSynthToFinish_pct=35.79
largest_reg_flops=32
regMostFlops=cycle_count

[final_timing]
finalSetupViolCount=0
finalMaxSlewViolations=0
finalClockPeriodUsage=0.4264
finClkSkew_ns=0.004841
setup_tns_ns=0
maxSlewHeadroom=0.6064
rsz0062_at_grt=no
fin_crit_ns=2.345
max_freq_mhz=426.4
worst_pin_slew_ns=0.5887
hold_viol=0

[route]
drt_iter0_drc=24
avgViaCountPerCell=3.932
ant_nets=0
num_vias=1038
route.detailed.drc=0
n_antenna_cell=0
dr.pass1.iters=4
wirelength_um=3263
wl_per_cell_um=12.36

[power]
peakVddDrop_uv=86.06
p_leak_nw=0.8869
pwr_density_cell_nw_per_um2=213.4
power_mw=0.4285

[die]
core_util_floorplan=0.2028
io_pins=34
core_um2=7292
fp.dieW_um=107
die_h_um=107
rows=31
chipArea_um2=11450

[global_route]
track_usage=0.06153
grt_pass1_vias=1130
antenna_found_initial=0
grt_max_degree=33
overflow=0
grt_first_pass_wirelength_um=5816

[cts]
clk_path_buf_depth=2
ctsHoldBuffers=0
path_clk_slew_ns=0.07
tritoncts=done
cts_setup_buffers=0
cts.sinks=32
cts_made_buffers=5
root_buffer=clkbuf_8
cts_max_level=2
clock_latency_ns=0.28
cts_resized=0

[synthesis]
netlist_instances=127
yosys-stat-area_um2=1479
synth_area_per_cell_um2=11.65
top_area_frac=0.5415
async_reset_ff_frac=1.000
ys_top_cells_by_area=dfrtp_1 54%, xor2_1 12%, xnor2_1 5.9%
top_area_cell=dfrtp_1
yosys-top-cells-count=32 x dfrtp_1, 20 x xor2_1, 10 x nand3_1, 10 x xnor2_1, 9 x nand2_1
synth_top_cell_by_count=dfrtp_1
synth_warnings=1
synth-edff-count=0
flop_cell=dfrtp_1
ys_cells=127
synth_flops=32
ys_seq_share=0.5415
synth_cell_types=24
syn-cell-area_um2=1479

[min_path]
hold_path.class=reg2reg

[flow_run]
cap_violations=0
warning_count=25

[placement]
routabilityCongestion=0.7644
io_buffers=33
hpwl_um=2341

-- layout by cell type (no fill, tap or decap) --
master	instances
nand2b_1	1
buf_4	1
nand2_1	9
or3_4	1
clkdlybuf4s50_1	33
or3_1	1
nor2_1	6
nor4_4	1
xor2_1	20
xnor2_1	10
and4_1	4
nand3_2	2
ha_1	1
nor4_1	4
and3_1	2
inv_1	5
nor3_1	4
nand4_1	3
clkbuf_8	6
nor3b_1	1
nor4_2	5
clkinv_2	2
or2_2	1
dfrtp_1	32
nand3_1	10
-- per-stage QoR --
stage | hold WS [ns] | worst slack [ns] | std cells | area (um2)
finish | 0.4700 | 3.155 | 264 | 2008
global route | 0.4936 | 3.071 | 264 | 2008
detailed placement | 0.4704 | 3.455 | 256 | 1916
floorplan | 0.4204 | 3.901 | 127 | 1479
global placement | 0.4548 | 3.464 | 256 | 1916
CTS | 0.4796 | 3.133 | 264 | 2008
-- cell type report --
| type | count | area (um2) |
|---|---|---|
| fill | 770 | 5284 |
| sequential | 32 | 800.8 |
| multi-input combinational | 86 | 634.4 |
| timing repair buffer | 34 | 337.8 |
| tap | 99 | 123.9 |
| clock buffer | 6 | 82.58 |
| inverter | 5 | 18.77 |
| clock inverter | 2 | 10.01 |
-- cells by family (layout without fill, tap and decap cells) --
group | Yosys count | after routing | synth area share
AND/OR/NAND/NOR | 55 | 55 | 0.2428
flip-flops | 32 | 32 | 0.5415
XOR/XNOR | 30 | 30 | 0.1777
buffers and inverters | 9 | 47 | 0.02961
adder cells (fa/ha/maj) | 1 | 1 | 0.008459
-- how the worst min path moves through the flow --
| stage | startpoint | to | cells past startpoint |
|---|---|---|---|
| 6_report | cycle_count[31] | cycle_count[31] | 1 |
| 5_1_grt | cycle_count[31] | cycle_count[31] | 1 |
| 4_1_cts | cycle_count[31] | cycle_count[31] | 1 |
-- where the power goes --
part / leakage [nW] / total [mW] / switching (mW) / internal, mW
logic: 0.398 / 0.00558 / 0.00449 / 0.00108
registers: 0.438 / 0.235 / 0 / 0.235
clock network: 0.0510 / 0.188 / 0.0878 / 0.0998
total: 0.887 / 0.428 / 0.0923 / 0.336
-- routing by layer --
| layer | share of wire | vias to the layer above | GRT usage |
|---|---|---|---|
| met5 | 0 | - | 0 |
| met4 | 0 | 0 | 0.006770 |
| met3 | 0.11 | 0 | 0.03093 |
| met2 | 0.43 | 30 | 0.08911 |
| met1 | 0.46 | 499 | 0.08359 |
| li1 | - | 509 | - |
Power figures rest on the tool's default switching activity, not on a simulated workload.
